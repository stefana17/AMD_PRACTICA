[cod.txt]
20020005
2003000c
2067fff7
00e22025
00642824
00a42820
ac670004
00a41820
8c020010
10a70007
0064202a
10800001
20050000
00e2202a
00853820
00e23822
08000000
ac020014

[run.sh]
#!/bin/bash
# OpenROAD 26Q1-2900-gdf79404cd8, Yosys 0.63+post, stock flow scripts
make -C /OpenROAD-flow-scripts/flow DESIGN_CONFIG=/design/flow/config.mk WORK_HOME=/design/flow/orfs finish
[config.mk]
export PLATFORM = sky130hd
export DESIGN_NAME = PCAdd
export DESIGN_NICKNAME = PCAdd
export VERILOG_FILES = /design/flow/design.v
export SDC_FILE = /design/flow/constraint.sdc
export NUM_CORES = 4
export LEC_CHECK = 1
export CORE_AREA = 10 10 70 70
export DIE_AREA = 0 0 80 80
[constraint.sdc]
current_design PCAdd

set clk_period 5.8
set clk_io_pct 0.2

create_clock -name clk0 -period $clk_period

set non_clock_inputs [all_inputs -no_clocks]
set_input_delay [expr $clk_period * $clk_io_pct] -clock clk0 $non_clock_inputs
set_output_delay [expr $clk_period * $clk_io_pct] -clock clk0 [all_outputs]
[design.v]
module SignExtend(instr, instrExt);
  input [15:0] instr;
  output [31:0] instrExt;
  assign instrExt [15:0] = instr[15:0];
  assign instrExt [31:16] = {16{instr[15]}};
endmodule
module ALUControl(InstrFunct, ALUOp, ALUControl);
  input [5:0] InstrFunct;
  input [1:0] ALUOp;
  output reg [2:0] ALUControl;
  always @(InstrFunct , ALUOp) begin
    casex({ALUOp, InstrFunct})
      8'b00_xxxxxx : ALUControl = 3'b010;  
      8'b1x_100000 : ALUControl = 3'b010;  
      8'b1x_100010 : ALUControl = 3'b110;  
      8'b1x_100101 : ALUControl = 3'b001;  
      8'b1x_100100 : ALUControl = 3'b000;  
      8'b1x_101010 : ALUControl = 3'b111;  
      8'bx1_xxxxxx : ALUControl = 3'b110;  
      default: ALUControl = 3'bxxx;
    endcase
  end
endmodule
module Mux2_1 # (parameter SIZE = 5)(di0, di1, dataout, sel);
  input [SIZE-1:0] di0, di1;
  input sel;
  output [SIZE-1:0] dataout;
  assign dataout = sel ? di1 : di0;
endmodule
module ALU(SrcA, SrcB, ALUControl, zero, ALUResult);
  input [31:0] SrcA;
  input [31:0] SrcB;
  input [2:0] ALUControl;
  output reg [31:0] ALUResult;
  output zero;
  assign zero = (ALUResult == 0);  
  always @(SrcA or SrcB or ALUControl)
    case(ALUControl)
        3'b010: ALUResult = SrcA + SrcB;
        3'b110: ALUResult = SrcA - SrcB;
        3'b000: ALUResult = SrcA & SrcB;
        3'b001: ALUResult = SrcA | SrcB;
        3'b111: ALUResult = SrcA < SrcB ? 1:0;
        default: ALUResult = 0;
      endcase
endmodule
module PC(clk, PC, PCnew);
  input [31:0] PC;
  input clk;
  output reg [31:0] PCnew;
  always @(posedge clk)
    begin
      PCnew <= PC;
    end
endmodule
module PCAdd(PCnew, PCPlus);
  input [31:0] PCnew;
  output reg [31:0] PCPlus;
  always @(PCnew)
    begin
      PCPlus = PCnew + 32'h00000004;
    end
endmodule
module Shift_Left(in0, out);
  input [31:0] in0;
  output [31:0] out;
  assign out = in0<<2;
endmodule
module ALUAdd(din1, din2, addout);
  input [31:0] din1;
  input [31:0] din2;
  output reg [31:0] addout;
  always @(din1 or din2)
    begin
      addout = din1 + din2;
    end
endmodule
module InstructionMemory(address, instruction);
  input [31:0] address;  
  output [31:0] instruction;  
  reg [31:0] mem [0:31];
  initial 
    begin
      $readmemh("cod.txt", mem);
    end
  assign instruction = mem[address>>2];	
endmodule
module RegisterFile(clk, we, readRegister1, readRegister2, writeRegister, writeData, readData1, readData2);
  input [4:0] readRegister1, readRegister2, writeRegister;  
  input [31:0] writeData;  
  input clk, we;
  output reg [31:0] readData1, readData2;  
  reg [31:0] regIn [31:0];
  integer i;
  initial 
    begin
      for(i = 0; i < 32; i= i + 1)
        regIn[i] = 32'b0;
    end
  always @(readRegister1, readRegister2)
    begin
      readData1 = regIn[readRegister1];  
      readData2 = regIn[readRegister2];  
    end
  always @(negedge clk)
    begin
      if (we) 
        regIn[writeRegister] <= writeData;  
      readData1 = regIn[readRegister1];
      readData2 = regIn[readRegister2];
    end
endmodule
module UnitControl(opcode, RegDst, Jump, Branch, MemRead, MemtoReg, ALUOp, MemWrite, ALUSrc, RegWrite);
  input [31:26] opcode;
  output reg RegDst, Jump, Branch, MemRead, MemtoReg, MemWrite, ALUSrc, RegWrite;
  output reg [1:0] ALUOp;
  always @(*)
    begin
      casex(opcode)
        6'b000000 :
          begin
            RegWrite = 1'b1; RegDst = 1'b1; ALUSrc = 1'b0; Branch = 1'b0; MemWrite = 1'b0; MemtoReg = 1'b0; ALUOp = 2'b10; Jump = 1'b0;
          end
        6'b100011 :
          begin
            RegWrite = 1'b1; RegDst = 1'b0; ALUSrc = 1'b1; Branch = 1'b0; MemWrite = 1'b0; MemtoReg = 1'b1; ALUOp = 2'b00; Jump = 1'b0;
          end
        6'b101011 : 
          begin
            RegWrite = 1'b0; RegDst = 1'b0; ALUSrc = 1'b1; Branch = 1'b0; MemWrite = 1'b1; MemtoReg = 1'b0; ALUOp = 2'b00; Jump = 1'b0;
          end
        6'b00100 :
          begin
            RegWrite = 1'b0; RegDst = 1'b0; ALUSrc = 1'b0; Branch = 1'b1; MemWrite = 1'b0; MemtoReg = 1'b0; ALUOp = 2'b01; Jump = 1'b0;
          end
        6'b001000 :
          begin
            RegWrite = 1'b1; RegDst = 1'b0; ALUSrc = 1'b1; Branch = 1'b0; MemWrite = 1'b0; MemtoReg = 1'b0; ALUOp = 2'b00; Jump = 1'b0;
          end
        6'b000010 :
          begin
            RegWrite = 1'b0; RegDst = 1'b0; ALUSrc = 1'b0; Branch = 1'b0; MemWrite = 1'b0; MemtoReg = 1'b0; ALUOp = 2'b00; Jump = 1'b1;
          end
      endcase
    end
endmodule
module DataMemory(clk, we, address, writeData, readData);
  input clk, we;
  input [31:0] address, writeData;  
  output [31:0] readData;  
  reg [31:0] RAM [63:0];
  integer i;
  initial 
    begin
      for(i = 0; i < 32; i= i + 1)
        RAM[i] = 32'b0;
    end
  assign readData = RAM[address];  
  always @(negedge clk)
    begin
      if(we)
        RAM[address] <= writeData;  
    end
endmodule
module MIPS(clk, start);
  input clk, start;
  wire [31:0] PCnew, PCnew4, addout, muxoutPC, muxoutPC1, muxoutPC2, instruction, muxoutReg, readData1, readData2, instrExt, ALUResult, readData, muxoutMem, outshiftAdd;
  wire [4:0] muxoutWriteReg;
  wire RegDst, Jump, Branch, MemRead, MemtoReg, MemWrite, ALUSrc, RegWrite, zero;
  wire [1:0] ALUOp;
  wire [2:0] ALUControl;
  wire [31:0] outshiftinstr;
  Mux2_1 #(32) Mux2_1_instStart(.di1(32'b0), .di0(muxoutPC2), .dataout(muxoutPC), .sel(start));
  PC PC_inst(.clk(clk), .PC(muxoutPC), .PCnew(PCnew));
  ALUAdd ALUAdd_instPC(.din1(PCnew), .din2(4), .addout(PCnew4));
  ALUAdd ALUAdd_inst(.din1(PCnew4), .din2(outshiftAdd), .addout(addout));
  Mux2_1 #(32) Mux2_1_instPC1(.di0(PCnew4), .di1(addout), .dataout(muxoutPC1), .sel(Branch&zero));
  Mux2_1 #(32) Mux2_1_instPC2(.di0(muxoutPC1), .di1({PCnew4[31:28], outshiftinstr[27:0]}), .dataout(muxoutPC2), .sel(Jump));
  Shift_Left Shift_Left_instPC(.in0({6'b0, instruction[25:0]}), .out(outshiftinstr));
  Shift_Left Shift_Left_instAdd(.in0(instrExt), .out(outshiftAdd));
  InstructionMemory InstructionMemory_inst(.address(PCnew), .instruction(instruction));
  Mux2_1 #(5) Mux2_1_instReg(.di0(instruction[20:16]), .di1(instruction[15:11]), .dataout(muxoutWriteReg), .sel(RegDst));
  RegisterFile RegisterFile_inst(.clk(clk), .we(RegWrite), .readRegister1(instruction[25:21]), .readRegister2(instruction[20:16]), .writeRegister(muxoutWriteReg), .writeData(muxoutMem), .readData1(readData1), .readData2(readData2));
  UnitControl UnitControl_inst(.opcode(instruction[31:26]), .RegDst(RegDst), .Jump(Jump), .Branch(Branch), .MemRead(MemRead), .MemtoReg(MemtoReg), .ALUOp(ALUOp), .MemWrite(MemWrite), .ALUSrc(ALUSrc), .RegWrite(RegWrite));
  Mux2_1 #(32) Mux2_1_instALU(.di0(readData2), .di1(instrExt), .dataout(muxoutReg), .sel(ALUSrc));
  SignExtend SignExtend_inst(.instr(instruction[15:0]), .instrExt(instrExt));
  ALU ALU_inst(.SrcA(readData1), .SrcB(muxoutReg), .ALUControl(ALUControl), .zero(zero), .ALUResult(ALUResult));
  ALUControl ALUControl_inst(.InstrFunct(instruction[5:0]), .ALUOp(ALUOp), .ALUControl(ALUControl));
  DataMemory DataMemory_inst(.clk(clk), .we(MemWrite), .address(ALUResult), .writeData(readData2), .readData(readData));
  Mux2_1 #(32) Mux2_1_instMem(.di0(ALUResult), .di1(readData), .dataout(muxoutMem), .sel(MemtoReg));
endmodule
==> out/results.tsv <==
metric	value	unit
outcome	finished, final reports clean	
row cnt	21	
Final Critical Period	4550	ps
M1 GR Usage	0.0732	
WL final	2240	um
Pins Over Slew Limit	0	
Max-cap violations	0	
critical path capture point type	output pin	
fraction of layout cells with a size suffix above 1	0.0496	
Die W	80	um
Area Growth Syn to Fin	111	%
Place WS	1220	ps
fin crit share	0.785	
GRT Total Usage	0.0679	
global-route wire length before repair	3710	um
Placed Area	0.00122	sq mm
CP required	4640	ps
LEAKAGE	0.423	nW
Final WS setup	1250	ps
post-CTS sizing	0	
Setup Fix Bufs, Post-CTS	0	
I/O Pins	64	
Mapped Cells	83	
pwr dens	53.6	mW/mm^2
initial detailed-routing violation count	17	
GR Util met3	0.0386	
antenna violations before repair	0	
port bufs	60	
Antenna diodes	0	
GP Congestion	0.718	
synthesis area per yosys	581	sq um
worst min path class	in2out	
filler cell count	357	
drt wl/cell	12.0	um
Hold WS	2320	ps
Worst IR Drop VDD	0.0225	mV
Final ANT Viol Nets	0	
cell area after layout	0.00122	sq mm
Crit Path Max Fanout	8	
largest net degree at the start of global routing	9	
fp_density	0.170	
distinct lib cells	18	
RSZ-0062 raised after global routing	false	
registers	0	
total core area	0.00342	sq mm
clock buffers	0	
Overflow after GRT	0	
DR pass1 iterations	4	
Vias per Instance	4.14	
Final HPWL DP	2010	um
number of logged tool warnings	32	
setup TNS	0	ps
# setup viols final	0	
via count of the routed design	775	
die footprint	0.00640	sq mm
crit start category	primary input	
Avg Cell Area, Syn	6.99	sq um
met2 Use GR	0.120	
register area	0	sq um
Post-synth seq share	0	
Synth Cell Area	581	sq um
vias in the first global route	860	
hold_buf cts	0	
number of synthesis warnings	1	
cells in synth_stat.txt	83	
fmax	220	MHz
WS Path Type	in2out	
max_slew headroom	0.658	
Worst Max-Slew Pin Slew	509	ps
Final Hold Viols	0	
Residual DRC	0	
Worst EP arrival	3390	ps
Die Ht	80	um
gr busiest metal	met2	
-- metal layers --
metal  wire, um  vias to the layer above
li1           -                      408
met2       1050                       33
met1        815                      334
met4          0                        0
met5          0                        -
met3        371                        0
-- final cells by class --
| cell class | instances | area, sq um | area share |
|---|---|---|---|
| repair buffers | 60 | 601 | 0.491 |
| multi-input cells | 79 | 558 | 0.456 |
| inverters | 2 | 7.51 | 0.00613 |
| well taps | 46 | 57.6 | 0.0470 |
-- logic make-up after synthesis --
logic type | after synthesis | synth area share
AND/OR/NAND/NOR | 50 | 0.517
XOR/XNOR | 28 | 0.422
buffers and inverters | 4 | 0.0388
adder cells (fa/ha/maj) | 1 | 0.0215
-- worst max-delay path, cell delays in order --
cell and delay (ps):
clkdlybuf4s50_1 520, ha_1 190, nand3_1 230, nor4_4 450
nand4_1 180, xnor2_1 170, clkdlybuf4s50_1 490
-- cells in the final DEF, fill, tap and decap left out, drive strengths merged --
master	count
and2	1
and3	2
and4	2
clkdlybuf4s50	60
ha	1
inv	2
nand2	10
nand3	11
nand4	10
nor2	7
nor3	3
nor4	2
or2	2
xnor2	21
xor2	7
-- power breakdown --
group	total (W)	switching (W)	internal, W
sequential	0	0	0
clock	0	0	0
combinational	0.0000655	0.0000198	0.0000458
total	0.0000655	0.0000198	0.0000458
-- synthesized netlist by cell type --
| cell type | n | share of area |
|---|---|---|
| inv_1 | 2 | 0.013 |
| and2_1 | 1 | 0.011 |
| nand3_1 | 10 | 0.086 |
| nand2_1 | 10 | 0.065 |
| nor3_1 | 3 | 0.026 |
| nor4_4 | 2 | 0.073 |
| nand4_1 | 9 | 0.097 |
| nor2_1 | 7 | 0.045 |
| and3_1 | 2 | 0.022 |
| xnor2_1 | 21 | 0.32 |
| and4_1 | 1 | 0.015 |
| or2_2 | 2 | 0.022 |
| buf_4 | 2 | 0.026 |
| xor2_1 | 7 | 0.11 |
| nand3_2 | 1 | 0.017 |
| and4_2 | 1 | 0.017 |
| nand4_2 | 1 | 0.022 |
| ha_1 | 1 | 0.022 |
-- stage by stage --
step / utilization / instances / total power [W]
floorplan: - / 83 / 0.0000128
global placement: 0.358 / 187 / 0.0000665
detailed placement: 0.358 / 187 / 0.0000666
CTS: 0.358 / 187 / 0.0000671
global route: 0.358 / 187 / 0.0000722
finish: 0.358 / 187 / 0.0000655
-- final timing paths --
kind	startpoint	endpoint	slack (ps)	depth (start not counted)
worst max-delay path	PCnew[2]	PCPlus[28]	1250	7
worst min-delay path	PCnew[0]	PCPlus[0]	2320	0
Power and IR drop assume default switching activity.
