`flow/constraint.sdc`:
```
current_design sipo

set clk_period 1.0
set clk_io_pct 0.2

create_clock -name clk0 -period $clk_period [get_ports {clk}]

set non_clock_inputs [all_inputs -no_clocks]
set_input_delay [expr $clk_period * $clk_io_pct] -clock clk0 $non_clock_inputs
set_output_delay [expr $clk_period * $clk_io_pct] -clock clk0 [all_outputs]
```
`flow/run.sh`:
```
#!/bin/bash
# OpenROAD 26Q1-2900-gdf79404cd8, Yosys 0.63+post, stock flow scripts
make -C /OpenROAD-flow-scripts/flow DESIGN_CONFIG=/design/flow/config.mk WORK_HOME=/design/flow/orfs finish
```
`flow/config.mk`:
```
export PLATFORM = sky130hd
export DESIGN_NAME = sipo
export DESIGN_NICKNAME = sipo
export VERILOG_FILES = /design/flow/design.v
export SDC_FILE = /design/flow/constraint.sdc
export NUM_CORES = 4
export LEC_CHECK = 1
export CORE_AREA = 10 10 70 70
export DIE_AREA = 0 0 80 80
```
`flow/design.v`:
```
module sipo(input wire clk,input wire reset,input wire si,output reg[3:0] po);
  reg [3:0] int_reg = 0;
  always @(posedge clk or posedge reset) 
  begin
    if (reset)
      int_reg <= 4'b0000;  
    else begin
      int_reg[0] <= si;  
      int_reg[3:1] <= int_reg[2:0]; 
    end
  end
  always @(posedge clk) begin
    if (reset)
      po <= 4'b0000;  
    else
      po <= int_reg;  
  end
endmodule
```
==> run summary <==
The layout was made with Yosys and OpenROAD.

The x dimension of the die is around 80 um. Among cell families on the critical path, the largest total delay comes from flip-flops. The largest stage delay on the critical path is ~290 ps. The run finished with clean final reports. The category of the worst setup path capture point is an output pin. The type of the most critical hold path is primary input to asynchronous set/reset pin.

The first global-routing pass estimated a little under 600 um of wire. The clock arrives with 9.13 ps of skew. Summed over all nets, the switching power comes to 116 uW.

The layout overhead on the synthesized area is 69.5%. Total power normalized to cell area comes to 1770 nW/um^2. The post-synthesis register bit count is 8. The flow reports that the clock network draws 40.6% of the design power.

The last weighted congestion value of the routability-driven placer is roughly 0.68. The max-cap violation count is 0. The number of antenna violations at the first check in global routing is 0. The net switching fraction of the power is between 10% and 20%. The setup slack after layout is between 40 and 50 ps. The maximum buffer depth of the clock tree is 2.

The floorplan has 21 rows. The timing report gives the clock slew at the launch and capture registers of the worst setup and hold paths as approximately 60 ps. The worst voltage drop across the vdd grid is 242 uV.

Counting the buffers created by CTS gives 3. The routed design shows a via density per instance of about 1.6. The TritonCTS clock tree is done. Once iteration 0 of detailed routing completed, the report listed 2 DRC markers.

Total power for the finished layout comes to around 630 uW. The cell accounting for the most synthesized area is sky130_fd_sc_hd__dfrtp_1. The master cell of the clock root buffer is sky130_fd_sc_hd__clkbuf_4. The routed design has 356 um of wire.

The internal power summed over all cells is between 500 and 600 uW. The count of warning messages emitted by the tools is 25. The share of total power in sequential cells is between 50% and 60%. Setup repair after global routing left no endpoint under its margin. The time the final worst path needs with I/O delays and setup is about 950 ps. The final global-route overflow total is 0. The main area contributors are sky130_fd_sc_hd__dfrtp_1 (48%), sky130_fd_sc_hd__dfxtp_1 (38%), sky130_fd_sc_hd__nor2b_1 (12%), sky130_fd_sc_hd__inv_1 (1.8%). The arrival time of data at the critical path endpoint is approximately 750 ps. The fraction of the core area occupied by cells at floorplan is under 10%.

Dividing the detail-routed wire length by the instance count gives 5.16 um. The top-level port count is 7. Per the detail_route report, DRC violations left total 0. The post-synthesis cell count from yosys is 13. The post-synthesis instance area is 209 um^2. The via count of the first global-routing pass was between 100 and 150. STA classifies the critical path startpoint as a flip-flop. Endpoints with negative setup slack in the final report add up to 0. The final route contains 111 vias. The maximum number of pins on one net before global-route repair is 6. The global routing report lists combined usage of all routing layers as under 10%. The final timing summary puts the cycle share of the worst path at 95.5%.

The core outline area is around 3400 um^2. For this run, the script counts the antenna cells in the layout as 0. The critical setup path kind is flip-flop to output pin. The number of search-and-repair iterations in the first detailed-routing pass is 2. Counting cells, the worst reg-to-reg path comes to 1. The fraction of layout instances using a drive strength above 1 is about 22%. The slew at the pin with the worst max-slew slack is around 170 ps. The number of different library cells in the post-synthesis netlist is 4.

Synthesis produced a netlist whose cell count is 13. Per the timing report, the biggest fanout along the worst path comes to 1. Across all hold checks on the routed design, the worst slack comes to 248 ps. The synthesis warning total is 1. Data on the critical path is required at its endpoint by 800 ps. Per the CTS log, the maximum H-tree level is 1.

STA on the placed design reports a worst setup slack of 41.9 ps. The maximum clock frequency is 1050 MHz. Buffers inserted to repair hold after CTS numbered 0. The clock latency reported for the late side of the worst-skew pair is 250 ps. For this design, the sink count on the clock tree is 8. The die span in y is ~80 um. The cell with the largest stage delay on the worst path is sky130_fd_sc_hd__dfxtp_1. Hold-check failures listed in the final report amount to 0. The mean post-synth cell area is around 16 um^2. The total count of max-transition violations in the final report is 0. The critical path depth is 1. Setup total negative slack on the finished layout was measured at 0 ps. The register area share after synthesis is a little under nine tenths.

In this run the remaining antenna-violating nets after routing total 0. The chip area line of the yosys report is approximately 210 um^2. The timing report notes that buffer and inverter cells on the critical path total 1. The cell sequence reported for the critical path is dlygate4sd2_1.

In this run the static leakage power is around 0.00014 uW. The placement report lists the number of port buffers as 6. The max-slew headroom at the worst pin is between 80% and 90%. The power report attributes to the combinational group a share of approximately 4.6%. The full die area is between 6000 and 7000 um^2. The share of synthesized area in the top cell type comes to between 40% and 50%.
==> kinds of logic (layout without fill, tap and decap cells) <==
kind of cell / count (synthesis) / count (layout) / synth area share (%)
flip-flops: 8 / 8 / 86.2
AND/OR/NAND/NOR: 4 / 4 / 12.0
buffers and inverters: 1 / 11 / 1.79
==> metal layers <==
| metal | global-route usage (%) | up-vias | wire length, um |
|---|---|---|---|
| li1 | - | 58 | - |
| met3 | 2.50 | 0 | 123 |
| met2 | 1.28 | 9 | 91 |
| met1 | 1.28 | 44 | 141 |
| met4 | 0.176 | 0 | 0 |
| met5 | 0 | - | 0 |
==> through the flow <==
stage,std cells,util [%],area [um^2]
3_3_place_gp,65,9.56,327
3_5_place_dp,65,9.56,327
2_1_floorplan,13,-,209
6_report,69,10.4,354
5_1_grt,69,10.4,354
4_1_cts,69,10.2,348
==> power groups by stage <==
stage | registers, uW | clock network (uW) | logic (uW)
after CTS | 343 | 271 | 28.3
after global routing | 346 | 296 | 33.1
final | 344 | 255 | 28.6
==> final cells by class <==
type | instances | area [um^2]
clock buffers | 4 | 26.3
fillers | 396 | 3060
inverters | 1 | 3.75
multi-input cells | 4 | 25.0
flip-flops and latches | 8 | 183
well taps | 46 | 57.6
repair buffers | 6 | 58.8
==> cells in the final DEF (no fill, tap or decap) <==
| cell type | instances |
|---|---|
| sky130_fd_sc_hd__dfrtp_1 | 4 |
| sky130_fd_sc_hd__clkdlybuf4s50_1 | 2 |
| sky130_fd_sc_hd__dfxtp_2 | 2 |
| sky130_fd_sc_hd__clkbuf_1 | 1 |
| sky130_fd_sc_hd__dfxtp_1 | 2 |
| sky130_fd_sc_hd__nor2b_1 | 4 |
| sky130_fd_sc_hd__inv_1 | 1 |
| sky130_fd_sc_hd__clkdlybuf4s15_1 | 3 |
| sky130_fd_sc_hd__dlygate4sd2_1 | 1 |
| sky130_fd_sc_hd__clkbuf_4 | 3 |
==> final timing paths <==
check / start / endpoint / slack (ps)
hold reg to reg: int_reg[0]$_DFF_PP0_ / int_reg[1]$_DFF_PP0_ / 370
min in group clk0: int_reg[0]$_DFF_PP0_ / int_reg[1]$_DFF_PP0_ / 370
setup reg to reg: int_reg[2]$_DFF_PP0_ / po[2]$_SDFF_PP0_ / 380
max in group asynchronous: reset / int_reg[1]$_DFF_PP0_ / 610
setup / recovery: po[3]$_SDFF_PP0_ / po[3] / 50
hold / removal: reset / int_reg[3]$_DFF_PP0_ / 250
==> timing repair <==
item                                    in CTS  in global routing
gates cloned                                 0                  0
setup buffers                                0                  0
endpoints found under the setup margin       4                  3
resized                                      4                  5
==> cell usage after synthesis, drive strengths merged <==
cell / n
inv: 1
nor2b: 4
dfxtp: 4
dfrtp: 4
No activity file was given, so power comes from the tool's default toggle rates.
